[/design/flow/config.mk]
export PLATFORM = sky130hd
export DESIGN_NAME = galois_add
export DESIGN_NICKNAME = galois_add
export VERILOG_FILES = /design/flow/design.v
export SDC_FILE = /design/flow/constraint.sdc
export NUM_CORES = 4
export LEC_CHECK = 1
export CORE_AREA = 10 10 319 319
export DIE_AREA = 0 0 329 329
[/design/flow/constraint.sdc]
current_design galois_add

set clk_period 138.2
set clk_io_pct 0.2

create_clock -name clk0 -period $clk_period

set non_clock_inputs [all_inputs -no_clocks]
set_input_delay [expr $clk_period * $clk_io_pct] -clock clk0 $non_clock_inputs
set_output_delay [expr $clk_period * $clk_io_pct] -clock clk0 [all_outputs]
[/design/flow/design.v]
module galois_add #(
	parameter N_BITS = 254,
	parameter PRIME_MODULUS = 254'h30644e72e131a029b85045b68181585d2833e84879b9709143e1f593f0000001  
) (
	input  [N_BITS-1:0] num1,
	input  [N_BITS-1:0] num2,
	output [N_BITS-1:0] sum
);
wire [(N_BITS+1)-1:0] temp1;
wire signed [(N_BITS+1)-1:0] temp2;
assign temp1 = num1 + num2;
assign temp2 = temp1 - PRIME_MODULUS;
assign sum = temp2 >= 0 ? temp2[N_BITS-1:0] : temp1[N_BITS-1:0];
endmodule
[/design/flow/run.sh]
#!/bin/bash
# OpenROAD 26Q1-2900-gdf79404cd8, Yosys 0.63+post, stock flow scripts
make -C /OpenROAD-flow-scripts/flow DESIGN_CONFIG=/design/flow/config.mk WORK_HOME=/design/flow/orfs finish
==> GITHUB_STEP_SUMMARY <==
## Implementation flow summary

| Metric | Value |
|---|---|
| Run status | `completed` |
| Post-Synthesis Mean Instance Area | `6.10 um^2` |
| Final Instance Area | `43400 um^2` |
| Final antenna-violating net count | `0` |
| Area share of the largest cell type after synthesis | `9.40%` |
| Final period util | `47.3%` |
| Num sequential | `0` |
| Final HPWL from detailed placement | `a little over 200 mm` |
| Worst Path Class, Setup | `in2out` |
| PwrDens | `between 9 and 10 nW/um^2` |
| Top cell type by instance count after synthesis | `nand2_1` |
| Hold-fix buffers, CTS | `0` |
| Area growth from synthesis to final layout | `27.3%` |
| Placed Instance Area | `between 40000 and 50000 um^2` |
| Number of clock buffers in the layout | `0` |
| Number of rows in the core area | `roughly 110` |
| Final tally of max-slew violations | `0` |
| Post-synthesis sequential area ratio | `0%` |
| GPL Wtd Cong | `approximately 1.2` |
| Library cell occupying the most area in the post-synthesis netlist | `ha_1` |
| Max Clock Freq | `~15 MHz` |
| Io pins | `about 760` |
| Number of failing setup endpoints in the final timing report | `0` |
| Tool warnings | `37` |
| Synth Warn # | `0` |
| Die span in y | `~330 um` |
| Wirelength per Cell | `between 30 and 40 um` |
| Setup TNS Final | `0 ps` |
| Total setup buffers inserted after CTS | `0` |
| Leading post-synthesis cells by instance count | `nand2_1, nor2_1, a21oi_1, o21ai_0, xnor2_1` |
| Transition time at the pin with the least slew margin | `1460 ps` |
| Worst Setup Start Kind | `primary input` |
| Share of post-route cells with drive strength above 1 | `4.75%` |
| Maximum number of pins on one net before global-route repair | `111` |
| Capturing element type of the critical path | `output port` |
| Final tally of hold violations | `0` |
| Switching power of the nets | `0.243 mW` |
| Count of mapped cells out of synthesis | `5584` |
| Final routed wirelength across all metal layers | `232 mm` |
| Relative slew slack | `under 10%` |
| Summed standard-cell area reported by yosys | `~34000 um^2` |
| Vias | `between 40000 and 50000` |
| Average via count per standard cell | `between 6 and 7` |
| Unrepaired setup endpoints after global routing | `false` |
| Peak VDD IR | `between 0.01 and 0.015 mV` |
| Initial DRC Count | `between 6000 and 7000` |
| Static leakage power | `around 16 nW` |
| Number of global-route vias before repair | `about 46000` |
| First-pass DRT Iterations | `7` |
| Placeable core area | `roughly 95000 um^2` |
| Remaining routing DRC violations | `0` |
| Gates resized, CTS repair | `0` |
| IO buf count | `~760` |
| Yosys cell count | `5584` |
| Synthesized area | `roughly 34000 um^2` |
| Die outline width | `~330 um` |
| Number of antenna violations at the first check in global routing | `9` |
| Worst-path maximum fanout | `40` |
| Leading post-synthesis cells by cell area | `ha_1, a21oi_1, nand2_1` |
| Post-layout min period | `roughly 65000 ps` |
| Worst path arrival time | `around 38000 ps` |
| Overall fraction of global-route tracks in use | `40.9%` |
| Floorplan-stage core utilization | `35.9%` |
| Distinct lib cells used | `~110` |
| P_int | `0.158 mW` |
| Area occupied by registers | `0 um^2` |
| Number of max-cap violations | `0` |
| Worst hold path type | `in2out` |
| Worst path required time | `approximately 110000 ps` |
| Switching share of power | `slightly above 60%` |
| Wire length of the first global-routing pass | `between 300 and 400 mm` |
| Die Outline Area | `108000 um^2` |
| Overflow after GRT | `0` |
power groups by stage:
| stage | Sequential, mW | Combinational [mW] | Clock [mW] |
|---|---|---|---|
| global route | 0 | 0.419 | 0 |
| CTS | 0 | 0.388 | 0 |
cell usage in the layout, fill, tap and decap left out, types with 52 or more instances in the layout:
master,instances
clkdlybuf4s50_1,762
nand2_1,691
nor2_1,624
a21oi_1,577
o21ai_0,426
xnor2_1,282
nand4_1,257
ha_1,256
nor3_1,191
nand3_1,155
xor2_1,155
buf_4,146
a21o_1,142
inv_1,104
nor4_1,80
o211ai_1,76
or3_1,75
o21bai_1,72
o21a_1,71
a211oi_1,70
a31oi_1,69
and2_1,66
and3_1,63
or2_2,52
o31ai_1,52
final timing paths:
check	start	to	slack, ps	cells after the start
max	num1[0]	sum[96]	72820	27
min	num2[0]	sum[0]	56550	5
routing by layer:
metal | up-vias | track usage (%) | share of wire (%)
met3 | 657 | 12.1 | 12
met1 | 23400 | 52.7 | 39
met2 | 3456 | 61.3 | 42
li1 | 22500 | - | -
met4 | 6 | 21.0 | 6.6
met5 | - | 0 | 0.019
cell families after synthesis:
family                   synth area share [%]
AND/OR/NAND/NOR                          36.0
XOR/XNOR                                 11.3
multiplexers                            0.977
AND-OR/OR-AND                            38.0
buffers and inverters                    4.32
adder cells (fa/ha/maj)                  9.46
stage by stage:
step	util [%]	setup WS [ps]	power (mW)	hold WS (ps)	std cells
after floorplan	-	76840	0.177	55560	5584
after global routing	45.7	72450	0.419	56620	7493
final	45.7	72820	0.401	56550	7496
after CTS	45.7	73140	0.388	56540	7493
after detailed placement	45.7	73120	0.385	56540	7493
after global placement	45.7	73260	0.389	56560	7493
worst max-delay path: stages:
cell and delay, ps:
clkdlybuf4s50_1 570, ha_1 290, inv_1 80, fa_1 390
and2b_1 310, o21a_1 280, nand4_2 220, a211oi_4 620
o211ai_1 350, a311oi_2 840, o2111a_1 390, o211ai_1 150
a32oi_1 510, o211ai_1 470, nand3b_1 320, nor4_1 540
o2111ai_1 240, nand3_1 170, a32oi_1 160, nor4b_1 390
o311a_1 370, xor2_4 170, buf_4 380, buf_4 600
a211oi_1 120, xnor2_1 520, clkdlybuf4s50_1 590
layout make-up:
type,count,area [um^2]
Antenna cell,3,7.51
Timing Repair Buffer,909,8740
Multi-Input combinational cell,5215,32700
Fill cell,9929,51500
Inverter,104,390
Tap cell,1265,1580
Power and IR drop assume default switching activity.
